File: flow/design.v
module clkDivider(
        input refclk,
        input rst,
        output reg outclk_0);
always @ (posedge refclk) begin 
        if(rst) outclk_0 <= 0; 
        else begin 
        outclk_0 = ~(outclk_0);
            end 
        end 
endmodule 
module vga_control (
    input clk,
    input [15:0] mem_in,
    output reg [7:0] red, green, blue,
    output hsync, vsync,
    output reg blankN, 
    output wire vgaClk
);
    localparam H_SYNC                 = 10'd96;   
    localparam H_FRONT_PORCH          = 10'd16;   
    localparam H_DISPLAY_INT          = 10'd640;  
    localparam H_BACK_PORCH           = 10'd48;   
    localparam H_TOTAL                = 10'd800;  
    localparam V_SYNC                 = 10'd2;    
    localparam V_BACK_PORCH           = 10'd33;   
    localparam V_DISPLAY_INT          = 10'd480;  
    localparam V_FRONT_PORCH          = 10'd10;   
    localparam V_TOTAL                = 10'd525;  
    reg [15:0] h_range_i, h_range_e;
    reg [9:0] hcount, vcount;
    wire [15:0] data1, data2;
    clkDivider divider (
        .refclk(clk),
        .rst(0),
        .outclk_0(vgaClk)
    );
    initial begin
        red = 8'b0;
        green = 8'b0;
        blue = 8'b0;
        blankN = 1'b0;
        hcount = 10'b0;
        vcount = 10'b0;
    end
    assign hsync = ~((hcount >= H_FRONT_PORCH) & (hcount < H_FRONT_PORCH + H_SYNC));
    assign vsync = ~((vcount >= V_DISPLAY_INT + V_FRONT_PORCH) & (vcount < V_DISPLAY_INT + V_BACK_PORCH + V_SYNC));
    always @(posedge vgaClk) begin
        if (hcount < H_TOTAL) begin
            hcount = hcount + 1;
            vcount = vcount;
        end
        else if (vcount < V_TOTAL) begin
            hcount = 0;
            vcount = vcount + 1;
        end
        else begin
            hcount = 0;
            vcount = 0;
        end
    end
    always @(hcount, vcount) begin
             h_range_i = mem_in; 
             h_range_e =  h_range_i + 8'b10100000; 
            if(vcount > 410 && vcount < 420 && hcount > h_range_i && hcount < h_range_e) begin 
                red = 8'd255;
                green = 8'd255;
                blue = 8'd255;
                     end 
                     else begin
                red = 8'd12;
                green = 8'd1;
                blue = 8'd181;
                end
        end
    always @(hcount,vcount) begin
    if ((hcount >= H_FRONT_PORCH + H_SYNC + H_BACK_PORCH) &&
         (hcount < H_TOTAL - H_FRONT_PORCH) &&
         (vcount < V_DISPLAY_INT + V_BACK_PORCH + V_SYNC))
         blankN = 1'b1;
     else 
        blankN = 1'b0;
    end
endmodule
module vgaRegister(in, clk, en, out);
    input [15:0] in;
    input clk, en;
    output reg [15:0] out;
    always @(negedge clk) begin
        if (en)
            out <= in;
        else
            out <= out;
    end
endmodule
File: flow/config.mk
export PLATFORM = sky130hd
export DESIGN_NAME = vga_control
export DESIGN_NICKNAME = vga_control
export VERILOG_FILES = /design/flow/design.v
export SDC_FILE = /design/flow/constraint.sdc
export NUM_CORES = 4
export LEC_CHECK = 1
export CORE_UTILIZATION = 30
File: flow/run.sh
#!/bin/bash
# OpenROAD 26Q1-2900-gdf79404cd8, Yosys 0.63+post, stock flow scripts
make -C /OpenROAD-flow-scripts/flow DESIGN_CONFIG=/design/flow/config.mk WORK_HOME=/design/flow/orfs finish
File: flow/constraint.sdc
current_design vga_control

set clk_period 3.0
set clk_io_pct 0.2

create_clock -name clk0 -period $clk_period [get_ports {clk}]

set non_clock_inputs [all_inputs -no_clocks]
set_input_delay [expr $clk_period * $clk_io_pct] -clock clk0 $non_clock_inputs
set_output_delay [expr $clk_period * $clk_io_pct] -clock clk0 [all_outputs]
==> reports/metrics.csv <==
metric;value;unit
cell type with the largest total area;edfxtp_1;
Top-area cell share;17.05;%
Top cells by area;edfxtp_1 (17%), ha_1 (15%), dfxtp_1 (13%);
cells after synthesis;208;
vias;1470;
CTS hold repair buffers;0;
fin. max-slew vios;0;
Setup TNS;0;ps
mean routed wirelength per cell;10.97;µm
DIE WIDTH;78.63;µm
IO Port Bufs;36;
Final Total Pwr;91.69;µW
Max VDD drop;0.02660;mV
Area Growth Syn to Fin;33.95;%
most frequent logic cell in the layout;nor2_1;
GRT Residual Overflow;0;
final antenna-violating net count;0;
post-detail-place hpwl;2.675;mm
antenna diode instance count;0;
number of unconstrained endpoints;33;
endpoints failing setup;0;
Worst-path clk slew;0;ps
crit path kind;in2out;
FMAX;0.3355;GHz
register share after synthesis;29.55;%
RSZ-0062 raised after global routing;yes;
max incr delay on CP;290;ps
hold path startpoint;divider.outclk_0$_DFF_P_;
FF+latch area;520.5;µm²
Chip Height;78.63;µm
crit path cell chain;buf_6, inv_4, ha_4, nor4bb_4, nand3_1, buf_4, o21bai_1, a31o_1, a31oi_2, buf_4, buf_6, buf_2;
row count;27;
yosys stat cell total;208;
Post-synth ARST share;0;%
Total GRT Usage;12.46;%
number of enable flip-flop cells;10;
status;finished, final reports clean;
pre-CTS setup slack;-761.9;ps
layout cells sized above 1;28.34;%
worst path required time;2400;ps
Startpoint Class;primary input;
initial DRC count;25;
die footprint;0.006183;mm²
Final Cycle Share;99.35;%
min-delay worst type;reg2reg;
synthesized area per cell;8.470;µm²
drt via density;4.608;
CP Launch Point;mem_in[9];
antenna violations before repair;0;
drt total wl;3.500;mm
Max-Cap Viols;0;
synthesized area;0.001762;mm²
Comb area;0.001161;mm²
register pins left without a clock;20;
Initial DRT Pass Iterations;3;
Worst setup EP type;output port;
top_reg_cell synth;dfxtp_1;
Ys Warns;3;
floorplan core density;31.60;%
Worst Skew;0;ps
origin of the critical flop-to-flop path;divider.outclk_0$_DFF_P_;
# IOs;45;
GPL Wtd Cong;0.8235;
Worst Path Arrival;2380;ps
final tally of hold violations;0;
Final Core Density;42.33;%
first-pass GRT wire length;6.168;mm
P per Cell Area;38.86;mW/mm²
most frequent cells in the layout;nor2_1 (23), buf_6 (16), buf_4 (15);
final worst slack;19.40;ps
Yosys cell types;40;
vias in the first global route;1392;
drc violations;0;
Skew-Pair Late Insertion Delay;0;ps
fillers;522;
yosys stat area;0.001762;mm²
Placeable Area;0.005574;mm²
Worst Path Max Fanout;4;
min Tclk post-route;2981;ps
P_leak;1.024;nW
pin count of the biggest net entering global routing;22;
Crit-path slowest cell;nor4bb_4;
Tool Warnings;34;
Registers, synthesis;21;
==> area by class of cell <==
type                            instances  area share, %
Timing Repair Buffer                   58          21.95
Tap cell                               72          3.818
Sequential cell                        21          22.06
Multi-Input combinational cell        150          49.20
Inverter                               18          2.969
==> timing repair <==
action | in CTS | in global routing
hold endpoints to repair | 0 | 0
resized | 123 | 9
pin swaps | 26 | 5
setup buffers | 9 | 0
cloned | 1 | 0
endpoints found under the setup margin | 16 | 16
==> per-layer routing <==
| layer | part of all wire (%) | GRT usage [%] | vias up |
|---|---|---|---|
| met2 | 45 | 20.96 | 29 |
| met3 | 4.0 | 0.5903 | 0 |
| met1 | 50 | 19.26 | 665 |
| met4 | 0 | 0 | 0 |
| met5 | 0 | 0 | - |
| li1 | - | - | 776 |
==> per-stage QoR <==
stage          instance area (µm²)  std cells  hold slack [ps]
4_1_cts                       2320        319            600.5
6_report                      2360        319            592.4
2_1_floorplan                 1794        215            509.2
5_1_grt                       2360        319            633.4
3_5_place_dp                  2155        310            599.6
3_3_place_gp                  2155        310            595.1
==> flip-flops by register name (all words and copies together) (netlist names) <==
signal,flops
divider.outclk_0,1
vcount,10
hcount,10
==> critical path: cells and delay by family <==
| kind | cells | cell delay, ps |
|---|---|---|
| buffers and inverters | 6 | 590 |
| AND-OR/OR-AND | 3 | 520 |
| AND/OR/NAND/NOR | 2 | 420 |
| adder cells (fa/ha/maj) | 1 | 250 |
==> synthesized netlist by cell type, types with 2 or more instances <==
library cell  number
buf_4             24
nor2_1            23
ha_1              21
inv_1             18
dfxtp_1           11
a21oi_1           10
edfxtp_1          10
o21ai_0           10
nand2_1            9
nand3_1            8
xor2_1             8
nor3_1             7
xnor2_1            7
and3_1             5
or3_1              4
nand4_1            3
a31oi_1            2
clkbuf_1           2
nand2b_1           2
nand3b_1           2
nor2b_1            2
o211ai_1           2
==> report_power, final <==
part / internal, mW / total (mW) / switching [mW]
clock: 0 / 0 / 0
combinational: 0.0448 / 0.0781 / 0.0334
sequential: 0.0136 / 0.0136 / 0
total: 0.0583 / 0.0917 / 0.0334
==> worst paths after layout <==
check | end | slack (ps) | depth (start not counted)
max | blue[3] | 20 | 12
min | divider.outclk_0$_DFF_P_ | 590 | 2
max reg2reg | divider.outclk_0$_DFF_P_ | 2270 | 2
min reg2reg | divider.outclk_0$_DFF_P_ | 590 | 2
==> kinds of logic (layout without fill, tap and decap cells) <==
| kind of cell | count (synthesis) | in the layout | synth area share (%) |
|---|---|---|---|
| simple gates | 73 | 73 | 21.66 |
| buf+inv | 44 | 76 | 14.49 |
| compound gates | 33 | 33 | 11.72 |
| fa+ha+maj | 21 | 21 | 14.91 |
| flops | 21 | 21 | 29.55 |
| xor+xnor | 15 | 15 | 7.458 |
| other cells | 1 | 8 | 0.2129 |
Power is estimated from default activity; no workload was simulated.
