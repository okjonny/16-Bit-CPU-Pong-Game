===== ./config.mk =====
export PLATFORM = sky130hd
export DESIGN_NAME = ALU
export DESIGN_NICKNAME = ALU
export VERILOG_FILES = /design/flow/design.v
export SDC_FILE = /design/flow/constraint.sdc
export NUM_CORES = 4
export LEC_CHECK = 1
export CORE_UTILIZATION = 50

===== ./constraint.sdc =====
current_design ALU

set clk_period 7.8
set clk_io_pct 0.2

create_clock -name clk0 -period $clk_period

set non_clock_inputs [all_inputs -no_clocks]
set_input_delay [expr $clk_period * $clk_io_pct] -clock clk0 $non_clock_inputs
set_output_delay [expr $clk_period * $clk_io_pct] -clock clk0 [all_outputs]

===== ./design.v =====
module ALU(A, B, Op, Flags, Output);
input [15:0] A,B;  
input [7:0] Op;	 
output reg [4:0] Flags;
output reg [15:0] Output;
reg [15:0] cmp_store;
parameter ADD = 	8'b00000101;
parameter SUB =   8'b00001001;
parameter OR = 	8'b00000010;
parameter CMP = 	8'b00001011;
parameter AND = 	8'b00000001;
parameter XOR = 	8'b00000011;
parameter MOV = 	8'b00001101;
parameter LSH = 	8'b10000100;
parameter ASHU = 	8'b10000110;
always @(A, B, Op)
	begin
		case(Op)
		ADD: 
		begin		
			{Flags[0], Output} = A + B;  
			Flags[1] = 1'b0;
			Flags[2] = 1'b0;
			Flags[3] = Output == 0;
			Flags[4] = Output[15];
		end
		SUB:
		begin
			Output = A - B;  
			Flags[0] = 1'b0;
			Flags[1] = 1'b0;
			Flags[2] = 1'b0;
			Flags[3] = Output == 0;
			Flags[4] = Output[15];
		end
		OR: 
		begin
			Output = A | B;
			Flags[0] = 1'b0;
			Flags[1] = 1'b0;
			Flags[2] = 1'b0;
			Flags[3] = Output == 0;
			Flags[4] = 1'b0;
		end
		AND:
			begin
				Output = A & B;
				Flags[0] = 1'b0;
				Flags[1] = 1'b0;
				Flags[2] = 1'b0;
				Flags[3] = Output == 0;
				Flags[4] = 1'b0;
			end
		XOR:
			begin
				Output = A ^ B;
				Flags[0] = 1'b0;
				Flags[1] = 1'b0;
				Flags[2] = 1'b0;
				Flags[3] = Output == 0;
				Flags[4] = 1'b0;
			end
		CMP:
		begin
			cmp_store = A + B;
			Output = B;
			Flags[0] = 1'b0;
			if(B < A)
				Flags[1] = 1;
			else
				Flags[1] = 0; 
			if((A[15] == 0 && B[15] == 0 && cmp_store[15] == 1) ||
				A[15] == 1 && B[15] == 1 && cmp_store[15] == 0)  
				Flags[2] = 1;
			else
				Flags[2] = 0;
			if(A == B)
				Flags[3] = 1;
			else
				Flags[3] = 0;
			if($signed(B) < $signed(A))
				Flags[4] = 1;
			else
				Flags[4] = 0;
		end
		LSH:
			begin
				if(B[15] == 1)
					Output = A >> (~B + 1);
				else
					Output = A << B;
				Flags[0] = 1'b0;
				Flags[1] = 1'b0;
				Flags[2] = 1'b0;
				Flags[3] = Output == 0;
				Flags[4] = 1'b0;
			end
		ASHU:
			begin
				if(B[15] == 1)
					Output = $signed(A) >>> (~B + 1);
				else
					Output = $signed(A) <<< B;
				Flags[0] = 1'b0;
				Flags[1] = 1'b0;
				Flags[2] = 1'b0;
				Flags[3] = Output == 0;
				Flags[4] = 1'b0;
			end
		default:
			begin
				Output = 16'b0;
				Flags[0] = 1'b0;
				Flags[1] = 1'b0;
				Flags[2] = 1'b0;
				Flags[3] = 1'b0;
				Flags[4] = 1'b0;
			end
		endcase
	end
endmodule

===== ./run.sh =====
#!/bin/bash
# OpenROAD 26Q1-2900-gdf79404cd8, Yosys 0.63+post, stock flow scripts
make -C /OpenROAD-flow-scripts/flow DESIGN_CONFIG=/design/flow/config.mk WORK_HOME=/design/flow/orfs finish

==> impl_metrics.py <==
# Auto-generated metrics
metrics = {
    "synth": {
        "netlist_logic_family_top": "AND-OR/OR-AND gates",
        "yosys.area_share.simple": 0.258,
        "number_of_warning_messages_in_the_yosys_log": 1,
        "synth-cells-yosys": 635,
        "synth.area.mux_share": 0.122,
        "synthCells": 635,
        "netlist_area_um2": 4390,
        "synth_area_per_cell_um2": 6.91,
        "post_synth_num_cell_types": 72,
        "xor_xnor_cells_area_fraction": 0.0320,
        "synthAoiAreaFrac": 0.323,
        "adder_share": 0.189,
        "post_synthesis_sequential_area_ratio": 0,
        "yosys_area_um2": 4390,
    },
    "critical_path": {
        "worst_ep_arrival_time_ps": 5700,
        "crit_path_cell_trace": "clkdlybuf4s50_1, ha_1, fa_1, a211oi_1, o21ai_2, a2111oi_4, nor2_1, o311ai_2, nor4_1, a211o_1, a31o_1, clkdlybuf4s50_1",
        "path_class": "in -> out",
        "timing.critical_path.required_ps": 6240,
        "worstSetupEndpointType": "primary output",
        "worst_setup_path_start_kind": "input port",
        "timing.critical_path.slowest_stage_cell": "sky130_fd_sc_hd__clkdlybuf4s50_1",
        "max_stage_delay_ps": 580,
        "cp_max_fo": 9,
        "worst_path_most_repeated_cell": "sky130_fd_sc_hd__clkdlybuf4s50_1",
    },
    "final_timing": {
        "max_clock_freq_mhz": 138,
        "slew_viol_final": 0,
        "final-hold-violation-count": 0,
        "fraction_of_the_cycle_the_final_worst_path_needs": 0.931,
        "setup-violations-final": 0,
        "grt_setup_unrepaired": "false",
        "fin_worst_hold_slack_ps": 4380,
        "slew-limit-headroom": 0.368,
        "transition_at_the_pin_with_the_smallest_max_transition_slack_ps": 946,
        "finalSetupTns_ps": 0,
        "timing.final.ws_setup_ps": 536,
        "post-route-min-period_ps": 7260,
    },
    "clock_network": {
        "number_of_buffers_inserted_by_hold_repair_at_cts": 0,
        "ctsResizeCount": 0,
        "post-cts-setup-buffers": 0,
    },
    "min_path": {
        "hold_class": "in -> out",
    },
    "die": {
        "ioPinCount": 61,
        "placement_rows": 33,
        "floorplan.die.width_um": 95.7,
        "placeableCoreArea_um2": 8340,
        "die_height_um": 95.7,
        "design.die.area_um2": 9150,
        "floorplan_stage_core_utilization": 0.526,
    },
    "placed_design": {
        "finalWeightedCongestion": 1.05,
        "detailed_place_hpwl_um": 13900,
        "buffer_ports.inserted": 61,
        "preCtsSetupSlack_ps": 587,
    },
    "grt": {
        "grt.overflow.total": 0,
        "vias_in_the_first_global_route": 4857,
        "initial_antenna_violation_count": 0,
        "grt_max_degree": 33,
        "groute.usage.overall": 0.393,
        "grt_pass1_wl_um": 26500,
    },
    "finish": {
        "final_layout_top_logic_cells": "sky130_fd_sc_hd__ha_1 (63), sky130_fd_sc_hd__nand2_1 (61), sky130_fd_sc_hd__clkdlybuf4s50_1 (61)",
        "mostFrequentLayoutCell": "sky130_fd_sc_hd__ha_1",
        "area_growth_pct": 15.6,
        "layout-drive-gt1-share": 0.0688,
        "fillerInstances": 784,
        "final-seq-area_um2": 0,
        "seq_cells": 0,
        "clock_buffer_count": 0,
        "mi_logic_area_um2": 4050,
    },
    "drt": {
        "drt-vias-per-instance": 6.90,
        "first_pass_iters": 5,
        "route.antenna.diode_count": 0,
        "first_iter_violations": 442,
        "routed_wire_length_per_instance_um": 22.4,
        "finalWirelength_um": 17300,
        "antenna_left": 0,
        "drc_errors": 0,
        "vias": 5337,
    },
    "power": {
        "relative_contribution_of_sequential_cells_to_total_power": 0,
        "switching_share": 0.599,
        "report.power.total_uw": 319,
        "clkPwrFrac": 0,
        "internal_power_uw": 128,
        "switchingPower_uw": 191,
        "power.leakage_uw": 0.00209,
        "combinationalPowerShare": 1.000,
        "vdd.ir_drop.worst_mv": 0.0357,
        "p_per_area_nw_per_um2": 63.0,
    },
    "outcome": {
        "status": "finished clean",
    },
    "flow_run": {
        "maxCapViolCount": 0,
        "log.warning_count": 80,
    },
}
-- synth_stat cells, drive strengths merged, types with 6 or more instances --
| master | count | area share |
|---|---|---|
| ha | 63 | 0.18 |
| nand2 | 61 | 0.052 |
| o21ai | 52 | 0.060 |
| inv | 46 | 0.039 |
| nor2 | 45 | 0.039 |
| a21oi | 31 | 0.035 |
| clkbuf | 28 | 0.024 |
| mux2i | 23 | 0.052 |
| nor3 | 23 | 0.026 |
| nand4 | 15 | 0.021 |
| nor4 | 15 | 0.023 |
| buf | 12 | 0.011 |
| a221oi | 11 | 0.022 |
| nand2b | 11 | 0.016 |
| xnor2 | 11 | 0.022 |
| nand3 | 10 | 0.011 |
| a31oi | 9 | 0.013 |
| mux2 | 9 | 0.023 |
| mux4 | 9 | 0.046 |
| o211ai | 8 | 0.014 |
| a2111oi | 7 | 0.019 |
| a21o | 7 | 0.012 |
| and3 | 7 | 0.010 |
| o22ai | 7 | 0.010 |
| a211o | 6 | 0.012 |
| a211oi | 6 | 0.010 |
| o21a | 6 | 0.010 |
| o21bai | 6 | 0.010 |
| or2 | 6 | 0.0086 |
-- cell type report --
cell class,count,area share
multi-input combinational,547,0.799
inverter,48,0.0355
tap,105,0.0259
timing repair buffer,74,0.140
-- cell families after synthesis --
kind of cell             after synthesis
AND-OR/OR-AND                        202
XOR/XNOR                              16
adder cells (fa/ha/maj)               65
buffers and inverters                 88
multiplexers                          41
AND/OR/NAND/NOR                      223
-- final timing paths --
path / from / to / slack, ps / cells past startpoint
worst min-delay path: B[6] / Output[6] / 4380 / 4
worst max-delay path: A[0] / Flags[3] / 540 / 12
-- critical path, delay by kind of cell --
| family | cells | cell delay, ps |
|---|---|---|
| AOI/OAI and AO/OA | 6 | 2050 |
| adders and majority gates | 2 | 870 |
| buffers and inverters | 2 | 980 |
| and+or+nand+nor | 2 | 250 |
-- routing by layer --
layer  up-vias  global-route usage  part of all wire
li1       2465                   -                 -
met1      2449               0.557              0.42
met2       355               0.609              0.44
met3        68              0.0714              0.11
met4         0               0.121             0.037
met5         -                   0                 0
-- per-stage QoR --
stage	cells	cell area [um^2]	utilization
4_1_cts	774	5070	0.608
2_1_floorplan	635	4390	-
3_3_place_gp	774	5070	0.608
5_1_grt	774	5070	0.608
3_5_place_dp	774	5070	0.608
6_report	774	5070	0.608
-- power by group through the flow --
stage	Combinational [uW]	Sequential [uW]	Clock, uW
CTS	312	0	0
global route	346	0	0
finish	319	0	0
Power is estimated from default activity; no workload was simulated.
