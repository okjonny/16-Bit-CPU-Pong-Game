==> flow/design.v <==
module MUX_16to1(reg_select, out, r0, r1, r2, r3, r4, r5, r6, r7, r8, r9, r10, r11, r12, r13, r14, r15);
input [3:0] reg_select;
input [15:0] r0, r1, r2, r3, r4, r5, r6, r7, r8, r9, r10, r11, r12, r13, r14, r15;
output reg [15:0] out;
always@(reg_select, r0, r1, r2, r3, r4, r5, r6, r7, r8, r9, r10, r11, r12, r13, r14, r15) begin
case(reg_select)
	4'b0000: out = r0;
	4'b0001: out = r1;
	4'b0010: out = r2;
	4'b0011: out = r3;
	4'b0100: out = r4;
	4'b0101: out = r5;
	4'b0110: out = r6;
	4'b0111: out = r7;
	4'b1000: out = r8;
	4'b1001: out = r9;
	4'b1010: out = r10;
	4'b1011: out = r11;
	4'b1100: out = r12;
	4'b1101: out = r13;
	4'b1110: out = r14;
	4'b1111: out = r15;
	default: out = 16'bx;
	endcase
end
endmodule 
==> flow/run.sh <==
#!/bin/bash
# OpenROAD 26Q1-2900-gdf79404cd8, Yosys 0.63+post, stock flow scripts
make -C /OpenROAD-flow-scripts/flow DESIGN_CONFIG=/design/flow/config.mk WORK_HOME=/design/flow/orfs finish
==> flow/config.mk <==
export PLATFORM = sky130hd
export DESIGN_NAME = MUX_16to1
export DESIGN_NICKNAME = MUX_16to1
export VERILOG_FILES = /design/flow/design.v
export SDC_FILE = /design/flow/constraint.sdc
export NUM_CORES = 4
export LEC_CHECK = 1
export CORE_AREA = 10 10 114 114
export DIE_AREA = 0 0 124 124
==> flow/constraint.sdc <==
current_design MUX_16to1

set clk_period 6.5
set clk_io_pct 0.2

create_clock -name clk0 -period $clk_period

set non_clock_inputs [all_inputs -no_clocks]
set_input_delay [expr $clk_period * $clk_io_pct] -clock clk0 $non_clock_inputs
set_output_delay [expr $clk_period * $clk_io_pct] -clock clk0 [all_outputs]
==> summary.txt <==
Implementation numbers.

- The flow ran to the end, and the final reports show no timing, DRC or antenna violations.
- The top fanout value on the critical path reads 42.
- The main area contributors are sky130_fd_sc_hd__a22oi_1 (19%), sky130_fd_sc_hd__mux2_2 (6.7%), sky130_fd_sc_hd__a22o_1 (6.4%), sky130_fd_sc_hd__a221oi_1 (5.6%), sky130_fd_sc_hd__nand2_1 (5.5%).
- The number of nets with antenna violations after routing is 0.
- The total die size is 0.01538 mm2.
- The placer's final routability congestion estimate is 0.9340.
- Measured on the finished design, the core utilization comes to 0.4736.
- The final layout reports a setup TNS of 0 ps.
- After synthesis the cells add up to 0.002185 mm2.
- The flow reports an fmax of 0.1881 GHz.
- After layout, the design draws a total of 328.9 uW.
- Setup repair after global routing left no endpoint under its margin.
- Per the detail_route report, routed wire per instance is 26.28 um.
- The first global-routing pass estimated 25990 um of wire.
- The total non-filler cell area in the finished layout is 0.004933 mm2.
- Across the run, the number of max-cap violations was 0.
- The floorplan report gives the top-level pin count as roughly 280.
- For this run, design rule violations remaining after detail routing come to 0.
- The height of the chip is between 100 and 150 um.
- The number of design-rule violations left by the first detailed-router iteration reads 337.
- The fill cell total of the finished layout reads between 1k and 1.5k.
- The mean instance size in the synthesized netlist reads between 6 and 7 um2.
- The transition time recorded at the tightest slew-check pin is 865.9 ps.
- The total grt overflow is 0.
- The number of standard cells in the layout, taps in and fillers out is 706.
- Wires add up to 18560 um.
- The OpenROAD warning count is 32.
- The distinct cell type count of the synthesized netlist reads between 40 and 50.
- The number of clock buffer instances in the layout reads 0.
- Relative to the synthesized area, the layout overhead comes to 125.8%.
- The time the worst path needs with I/O delays and setup reads about 5300 ps.
- The part of the Yosys area used for sequential elements is 0.
- From left edge to right edge, the die measures 124 um.
- Among cell families on the critical path, the largest total delay comes from buffers and inverters.
- Of the cells placed in the final design, the portion with a size suffix greater than 1 is 0.05272.
- The endpoint of the worst hold-timing path is out[10].
- The count of sequential standard cells is 0.
- The startpoint of the tightest hold check path is reg_select[0].
- For this run, the detailed router's first-pass iteration total came to 5.
- The detailed-route vias per instance reads 5.475.
- The total number of vias is 3865.
- The number of cells upsized or downsized after cts reads 0.
- The power per standard cell area reads 66.67 mW/mm2.
- Input and output buffers added on the ports amount to 276.
- The total setup violations reported at the end of the flow is 0.
- The instance tally after logic synthesis reads between 300 and 400.
- The count of warnings emitted by yosys reads 1.
- The placed cell count reads 705.
- After detailed placement, the total cell area comes to 0.004931 mm2.
- The cell with the largest stage delay on the worst path is sky130_fd_sc_hd__nor2_2.
- The area fraction of the largest cell type after synthesis is 0.1856.
- The cell type with the largest total area is sky130_fd_sc_hd__a22oi_1.
- The initial antenna violation count reads 2.
- The maximum ir drop on the vdd rail reads about 0.029 mV.
- The startpoint type of the worst setup path is an input port.
- According to the timing report, the data required time at the worst endpoint equals around 5200 ps.
- The total cells reported by yosys after synthesis is 326.
- The STA report counts the stages on the worst setup path as 8.
- Listed in order, past its start point the critical path passes buf_2 -> buf_4 -> nor2_2 -> a22oi_1 -> o2bb2ai_1 -> nand2_1 -> a31oi_1 -> clkdlybuf4s50_1.
- The longest individual stage delay on the worst path is between 700 and 800 ps.
- The final timing summary puts the cycle share of the worst path at 0.8178.
- The number of cells on the worst hold path reads 4.
- The hold violation count in the final report is 0.
- The maximum number of pins on one net before global-route repair is 43.
- The number of buffers inserted by post-CTS setup repair reads 0.
- The final-report max-slew violation count reads 0.
- The effective utilization at floorplan reads 0.2097.
- The critical path is of the in2out type.
- The number of global-route vias before repair was 3975.
- The yosys stat chip area is approximately 0.0022 mm2.
- The post-cts hold-fix buffer tally reads 0.
- The sequential standard cell area is 0 um2.
- The class of the tightest hold or removal check reads in2out.
- The total buffers and inverters traversed by the critical path is 3.
- The area of the core reads 0.01042 mm2.
- The floorplan has 37 rows.
- The critical path endpoint category is an output port.
- For this design the static power due to leakage is around 1.8 nW.
- Overall routing resource usage recorded by global route was 0.2254.
- The worst slew margin relative to its limit is 0.4221.
- The sum of net half-perimeters after detailed placement is 15750 um.
- The data arrival time at the worst-slack endpoint reads 4020 ps.
Yosys cell counts (all sizes together):
cell type  instances
a21oi             17
mux2i              4
or2                2
a32oi              3
a311o              1
nor2              33
inv                3
o2bb2ai           12
nand4              2
a211o             12
o221ai             3
a22oi             54
a31oi             17
a2bb2o             1
clkbuf            11
and2               3
mux2              13
o22ai             13
mux4               1
nand2b             2
nand2             32
and3               6
and2b              1
a22o              16
nor3b              2
buf               30
a211oi             4
o32a               3
a221o              1
nor2b              6
a221oi            14
o21ai              3
o31ai              1
area by class of cell:
| type | instances | area, um2 | area share |
|---|---|---|---|
| repair buffers | 284 | 2803 | 0.5681 |
| multi-input cells | 282 | 1947 | 0.3946 |
| well taps | 136 | 170.2 | 0.03449 |
| inverters | 3 | 11.26 | 0.002283 |
| diodes | 1 | 2.502 | 0.0005072 |
layer usage:
layer	part of all wire	vias to the layer above	track usage
met1	0.41	1810	0.2915
li1	-	1813	-
met3	0.093	14	0.06566
met2	0.49	224	0.3805
met4	0.0078	4	0.01511
met5	0.0013	-	0
per-stage QoR:
stage                     setup WS, ps  hold slack, ps
after floorplan                   2744            2678
after global placement            1184            3523
after detailed placement          1202            3521
after CTS                         1193            3525
after global routing              1086            3587
final                             1184            3524
worst max-delay path by stage:
stage,startpoint,endpoint,slack [ps]
after global routing,reg_select[0],out[11],1090
after CTS,reg_select[1],out[11],1190
final,reg_select[2],out[3],1180
cell families after synthesis:
logic type,synth area share
compound gates,0.6025
buf+inv,0.1088
mux,0.09565
simple gates,0.1930
report_power, final:
part	internal, mW	leakage, nW	total (mW)	switching, mW
logic	0.215	1.76	0.329	0.114
registers	0	0	0	0
clock network	0.0000000207	0.00000634	0.0000000207	0
placed cells by master (no fill, tap or decap), drive strengths merged, types with 2 or more instances in the layout:
cell type	instances
o32a	3
a211o	12
and3	6
nand4	2
a22oi	54
buf	12
o221ai	3
a21oi	17
o22ai	13
a221oi	14
o2bb2ai	12
inv	3
nor2	33
o21ai	3
clkdlybuf4s50	272
and2	3
a32oi	3
nor2b	6
a211oi	4
or2	2
mux2	13
nor3b	2
mux2i	4
a31oi	17
a22o	16
nand2b	2
nand2	32
No activity file was given, so power comes from the tool's default toggle rates.
